==> flow/design.v <==
module reg_file #(parameter W=8, D=3)(
  input           clk,
                  two_reg,
  input  [ D-1:0] raddrB,
                  raddrC,               
  input           writeFromMem,
  input  [ W-1:0] data_in,
  output logic [W-1:0] data_outA,
  output logic [W-1:0] data_outB
    );
logic [W-1:0] registers[16];
always_comb 
begin
  if(two_reg) 
  begin
	  data_outA = registers[raddrB];
	  data_outB = registers[raddrC];
  end
  else
  begin
    data_outA = registers[raddrB];
	  data_outB = raddrC;
  end
end
always_ff @ (posedge clk)
  if(writeFromMem)
    registers[111] = data_in; 
  else
    registers[raddrB] = data_in;
endmodule
==> flow/run.sh <==
#!/bin/bash
# OpenROAD 26Q1-2900-gdf79404cd8, Yosys 0.63+post, stock flow scripts
make -C /OpenROAD-flow-scripts/flow DESIGN_CONFIG=/design/flow/config.mk WORK_HOME=/design/flow/orfs finish
==> flow/config.mk <==
export PLATFORM = sky130hd
export DESIGN_NAME = reg_file
export DESIGN_NICKNAME = reg_file
export VERILOG_FILES = /design/flow/design.v
export SDC_FILE = /design/flow/constraint.sdc
export NUM_CORES = 4
export LEC_CHECK = 1
export CORE_UTILIZATION = 50
==> flow/constraint.sdc <==
current_design reg_file

set clk_period 3.5
set clk_io_pct 0.2

create_clock -name clk0 -period $clk_period [get_ports {clk}]

set non_clock_inputs [all_inputs -no_clocks]
set_input_delay [expr $clk_period * $clk_io_pct] -clock clk0 $non_clock_inputs
set_output_delay [expr $clk_period * $clk_io_pct] -clock clk0 [all_outputs]
==> datasheet_impl.txt <==
Implementation parameters

Parameter                              Value

Run status
  Outcome .................. completed

Placed design
  Setup slack after placement .................. 102.3 ps
  Port buffer count .................. 32
  GP Congestion .................. 0.8050
  Cell count after placement .................. 257
  Placed wire-length estimate after detailed placement .................. between 4000 and 5000 µm

Routing
  Drt via density .................. ~6
  Total number of vias .................. between 1500 and 2000
  Average wire per cell in the routed design .................. ~22 µm
  Drt first-iter violations .................. 62
  Pre-Repair DR Iteration Count .................. 4
  Total inserted antenna cells .................. 0
  Wire length after detailed routing .................. about 5900 µm
  Antenna viol nets, final .................. 0
  Post-route DRC .................. 0

Final timing
  Crit path setup slack, layout .................. roughly 140 ps
  Relative slew slack .................. 66.34%
  Endpoints failing hold .................. 0
  Final period utilization .................. 95.95%
  Sum Neg Setup Slack .................. 0 ps
  Minimum period implied by the final worst setup slack .................. between 3000 and 4000 ps
  Slew at the pin with the worst max-slew slack .................. 503.1 ps
  Final Max Slew Viols .................. 0
  Final Hold Slack .................. 1104 ps
  FMAX .................. 0.2978 GHz
  Unrepaired setup endpoints after global routing .................. false
  Final setup violation count .................. 0

Power
  Logic pwr share .................. about an eighth
  Net switching share of the total power .................. a little over 20%
  VDD IR-drop max .................. 273.1 µV
  Relative contribution of the clock network to total power .................. 31.0%
  Net switching power of the design .................. 0.3127 mW
  Leak Pwr .................. 1.236 nW
  Internal .................. 1.238 mW
  Seq pwr share .................. between 50 and 60%
  Total power divided by cell area .................. 421.2 mW/mm²

Floorplan
  Row count .................. 27
  I/O pins .................. 33
  Die height .................. 79.32 µm
  Floorplan core area .................. 0.005642 mm²
  Chip Area .................. 0.006292 mm²
  Pre-Place Util .................. a little over half
  Horizontal die dimension .................. about 80 µm

CTS
  Number of resized instances in the post-cts repair step .................. 0
  Buffers inserted during post-CTS setup optimization .................. 0
  Cts hold-fix bufs .................. 0
  Maximum clock insertion buffer count .................. 2
  TritonCTS clock tree .................. yes
  Cell at the root of the clock tree .................. sky130_fd_sc_hd__clkbuf_8
  Number of clock sinks .................. 64
  CTS H-tree lvls .................. 3
  Post-CTS clock slew at the launch and capture registers of the worst setup and hold paths .................. 60 ps
  Inserted Clock Buffers .................. 9

Final layout
  Synth-to-Final Area Change .................. 23.15%
  Number of flip-flops under the largest register name .................. 64
  Final Non-Filler Cells .................. approximately 270
  Final Core Density .................. 65.25%
  Fraction of final layout cells sized beyond drive strength 1 .................. 31.50%

Worst setup path
  Buffers & Inverters on Critical Path .................. 3
  Maximum fanout along the worst path .................. 21
  Data arrival, critical path .................. 2660 ps
  CP required .................. 2800 ps
  Worst setup SP type .................. input pin
  Crit path largest cell delay .................. 570 ps
  Worst path cell trace .................. clkdlybuf4s50_1, buf_12, mux4_1, mux2_2, clkdlybuf4s50_1
  Most prevalent standard cell on the critical path .................. sky130_fd_sc_hd__clkdlybuf4s50_1
  Type of destination of the critical path .................. output port
  Critical-path cell with the highest stage delay .................. sky130_fd_sc_hd__mux4_1
  Kind of cell adding the most delay to the critical path .................. buffers and inverters
  Crit Path Class .................. in -> out

Logic synthesis
  Portion of the post-synthesis area used by sequential elements .................. about 64%
  Number of flip-flops and latches in the synthesized netlist .................. roughly 64
  Cell total in the yosys stat output .................. around 140
  Synth Area per Inst .................. approximately 21 µm²
  Post-synthesis cell type count .................. 20
  Gate Count Post-Synth .................. between 100 and 150
  Yosys Chip Area .................. between 0.002 and 0.003 mm²
  Count of synthesis-stage warnings from yosys .................. 1
  Netlist area before placement .................. 0.002989 mm²

Global route
  Maximum number of pins on one net before global-route repair .................. 22
  Global router's overall resource usage .................. 23.71%
  Wire length of the first global-routing pass .................. 9508 µm
  Antenna violations before repair .................. 0
  Most Crowded Layer GR .................. met2
  Vias in the first global route .................. ~1900
  Met2 layer usage reported by global route .................. 38.10%
  Overflow after GRT .................. 0
  Fraction of met1 tracks used by global routing .................. 32.61%
  Met3 Track Usage GR .................. 11.55%

Hold path
  Worst hold-check path type .................. in -> reg

Job
  Number of warnings in the stage logs .................. 26
  Total of max-cap violations .................. 0
-- power groups by stage --
stage     Combinational, mW  Clock, mW  Sequential, mW
4_1_cts               0.194      0.490           0.880
5_1_grt               0.206      0.524           0.883
6_report              0.190      0.481           0.880
-- cell usage after synthesis --
library cell | n | area [µm²]
sky130_fd_sc_hd__edfxtp_1 | 64 | 1922
sky130_fd_sc_hd__mux4_2 | 24 | 540.5
sky130_fd_sc_hd__mux2_2 | 8 | 90.09
sky130_fd_sc_hd__mux4_1 | 8 | 210.2
sky130_fd_sc_hd__a22o_1 | 5 | 43.79
sky130_fd_sc_hd__a21oi_1 | 4 | 20.02
sky130_fd_sc_hd__nor3_1 | 4 | 20.02
sky130_fd_sc_hd__buf_6 | 3 | 33.78
sky130_fd_sc_hd__inv_1 | 3 | 11.26
sky130_fd_sc_hd__nand2b_1 | 3 | 18.77
sky130_fd_sc_hd__nor2_1 | 3 | 11.26
sky130_fd_sc_hd__a31oi_1 | 2 | 12.51
sky130_fd_sc_hd__buf_1 | 2 | 7.510
sky130_fd_sc_hd__buf_2 | 2 | 10.01
sky130_fd_sc_hd__clkbuf_1 | 2 | 7.510
sky130_fd_sc_hd__and2_1 | 1 | 6.260
sky130_fd_sc_hd__buf_4 | 1 | 7.510
sky130_fd_sc_hd__nand2_1 | 1 | 3.750
sky130_fd_sc_hd__nor2b_1 | 1 | 6.260
sky130_fd_sc_hd__nor4_1 | 1 | 6.260
-- per-layer routing --
metal  part of all wire (%)  wire, µm  vias up
met5                      0         0        -
met4                    1.7       102        0
met3                    8.0       474       10
met2                     54      3175       78
met1                     37      2169      842
li1                       -         -      729
-- kinds of logic after synthesis --
kind of cell | Yosys count | synth area share [%]
AND/OR/NAND/NOR | 14 | 2.428
AND-OR/OR-AND | 11 | 2.553
multiplexers | 40 | 28.13
flip-flops | 64 | 64.29
buffers and inverters | 13 | 2.595
-- worst paths after layout --
| path | startpoint | endpoint | slack, ps | cells past startpoint |
|---|---|---|---|---|
| worst max-delay path | raddrB[0] | data_outA[7] | 140 | 5 |
| worst min-delay path | data_in[1] | registers[4][1]$_DFFE_PP_ | 1100 | 1 |
-- final cells by class --
type	count	area, µm²
repair buffers	53	515.5
well taps	72	90.09
multi-input cells	65	996.0
flip-flops and latches	64	1922
clock buffers	13	138.9
inverters	3	11.26
clock inverters	2	7.507
fillers	378	1961
-- metrics by stage --
step | total power [mW] | cell area, µm²
after floorplan | 0.9868 | 2989
after global placement | 1.082 | 3535
after detailed placement | 1.089 | 3535
after CTS | 1.564 | 3681
after global routing | 1.613 | 3681
final | 1.551 | 3681
-- layout by cell type, fill, tap and decap left out --
master,synthesis,routed
sky130_fd_sc_hd__edfxtp_1,64,64
sky130_fd_sc_hd__buf_4,1,18
sky130_fd_sc_hd__nand2b_1,3,3
sky130_fd_sc_hd__nor3_1,4,4
sky130_fd_sc_hd__clkinv_1,0,2
sky130_fd_sc_hd__clkbuf_8,0,9
sky130_fd_sc_hd__nor2_1,3,3
sky130_fd_sc_hd__nor4_2,0,1
sky130_fd_sc_hd__and2_1,1,1
sky130_fd_sc_hd__a31oi_1,2,2
sky130_fd_sc_hd__inv_1,3,3
sky130_fd_sc_hd__a21oi_1,4,4
sky130_fd_sc_hd__mux4_1,8,8
sky130_fd_sc_hd__a22o_1,5,5
sky130_fd_sc_hd__mux2_2,8,8
sky130_fd_sc_hd__nand2_1,1,1
sky130_fd_sc_hd__nor2b_1,1,1
sky130_fd_sc_hd__clkbuf_1,2,4
sky130_fd_sc_hd__mux4_2,24,24
sky130_fd_sc_hd__buf_12,0,3
sky130_fd_sc_hd__clkdlybuf4s50_1,0,32
Power is estimated from default activity; no workload was simulated.
