===== flow/run.sh =====
#!/bin/bash
# OpenROAD 26Q1-2900-gdf79404cd8, Yosys 0.63+post, stock flow scripts
make -C /OpenROAD-flow-scripts/flow DESIGN_CONFIG=/design/flow/config.mk WORK_HOME=/design/flow/orfs finish

===== flow/design.v =====
module memory #(parameter A=6, W=8) (
  input               clk,
  input               write_enable,
  input       [A-1:0] InstAddress,
  input       [W-1:0] InputData,
  output logic[W-1:0] InstrOut);
  logic[W-1:0] inst_rom[64];
  always_comb
  begin
    InstrOut = inst_rom[InstAddress];
  end
  always_ff @ (posedge clk)
  if(write_enable)
      inst_rom[InstAddress] = InputData;
endmodule

===== flow/config.mk =====
export PLATFORM = sky130hd
export DESIGN_NAME = memory
export DESIGN_NICKNAME = memory
export VERILOG_FILES = /design/flow/design.v
export SDC_FILE = /design/flow/constraint.sdc
export NUM_CORES = 4
export LEC_CHECK = 1
export CORE_UTILIZATION = 50

===== flow/constraint.sdc =====
current_design memory

set clk_period 9.1
set clk_io_pct 0.2

create_clock -name clk0 -period $clk_period [get_ports {clk}]

set non_clock_inputs [all_inputs -no_clocks]
set_input_delay [expr $clk_period * $clk_io_pct] -clock clk0 $non_clock_inputs
set_output_delay [expr $clk_period * $clk_io_pct] -clock clk0 [all_outputs]

==> out/qor.yml <==
ys.flop_type: "edfxtp_1"
maxSlewHeadroom_pct: 31.4
dpl.cell_count: 1674
path_class: "primary input to output port"
xor_share_pct: 0
worstSetupEndpointType: "output port"
worstPathRequired_ns: 7.28
fp.dieH_um: 203
ctsHoldBuffers: 0
rsz0062_at_grt: "false"
io_pins: 24
clockBufferDepth: 3
tritoncts: "built"
synth_cells: 1163
synth_flops: 512
edf_count: 512
fin_tns_setup_ns: 0
syn_to_final_growth_pct: 11.4
critPathArrivalTime_ns: 5.43
postCtsSetupBuffers: 0
synthesis.area_um2: 20300
ys_sh_aoi_pct: 8.14
place_area_um2: 21100
fin_hold_ws_ns: 1.83
htreeDepth: 2
grt_max_degree: 65
post-dp-hpwl_um: 30700
yosys.area_share.simple_pct: 5.76
slew_violations: 0
ys_sh_adder_pct: 0
maxCapViolCount: 0
fin_area_um2: 22600
dr.pass1.iters: 5
cts_sinks: 512
worst_pin_slew_ns: 1.02
clock-root-buffer: "clkbuf_16"
viasPerCell: 6.20
grt_pass1_vias: 11600
num_rows: 73
cp_max_fo: 55
die_x_um: 203
hp-class: "primary input to register"
syn_avg_cell_area_um2: 17.4
drc: 0
async_flop_share_pct: 0
drive_above_1_share_pct: 14.3
drt-initial-drc-count: 840
detail-route-antenna-nets: 0
topCombFamilyByArea: "multiplexers"
min_period_ns: 7.25
wl_per_cell_um: 28.7
finalSetupViolations: 0
yosysWarnings: 1
hold_violations: 0
track_usage_pct: 28.5
ys_chip_area_um2: 20300
ys_seq_share_pct: 75.8
die_area_um2: 41400
outcome: "finished clean"
post-route-util_pct: 56.6
drt-total-wl_um: 50800
fin_total_pwr_mw: 4.81
vias: 11000
ir_worst_vdd_mv: 0.135
portBuffers: 23
warnings: 25
dp_worst_setup_slack_ns: 1.92
n_antenna_cell: 0
mux_share_pct: 8.33
worst_slack_ns: 1.85
top_cells_by_area: "edfxtp_1 76%, mux4_2 4.6%, mux2i_1 3.1%, nor2_1 1.5%, a22oi_1 1.5%"
p_per_area_nw_per_um2: 213
yosysCellCount: 1163
clk_pin_slew_ns: 0.06
largest_reg_flops: 512
grt_pass1_wl_um: 75600
antenna_found_initial: 0
coreArea_um2: 39900
finalCritPeriodShare_pct: 79.7
synth_top_area_share_pct: 75.8
initCoreUtil_pct: 50.8
finalNonFillerCells: 1768
worstSetupStartpointType: "primary input"
ys_types: 55
cts_buffers: 51
max_freq_mhz: 138
p_leak_nw: 7.21
post-synth-top-area-cell: "edfxtp_1"
globalplace.congestion: 0.920
overflow: 0
post_cts_resized: 0
-- kinds of logic (layout without fill, tap and decap cells) --
| kind of cell | Yosys count | after routing |
|---|---|---|
| AOI/OAI and AO/OA | 222 | 222 |
| buffers and inverters | 84 | 164 |
| DFF | 512 | 512 |
| muxes | 116 | 116 |
| and+or+nand+nor | 229 | 229 |
-- critical path: stages --
cell	delay [ns]
buf_4	0.52
buf_4	0.58
nand2b_1	0.65
o22ai_1	0.22
o31ai_1	0.30
o2111ai_1	0.17
or4b_1	0.64
clkdlybuf4s50_1	0.44
-- area by class of cell --
cell class | instances | area [um2]
clock inverters | 31 | 158
inverters | 3 | 11.3
well taps | 525 | 657
multi-input cells | 567 | 4510
fillers | 2987 | 17300
repair buffers | 67 | 517
clock buffers | 63 | 1360
flip-flops and latches | 512 | 15400
-- layout by cell type (no fill, tap or decap), types with 24 or more instances in the layout --
cell,instances
nand2b_1,24
mux2i_1,63
nor2_1,81
buf_4,46
a22oi_1,40
edfxtp_1,512
clkbuf_16,53
mux4_2,41
nand2_1,45
a21oi_1,28
-- per-layer routing --
layer  global-route usage, %  share of wire (%)  up-vias
met4                    5.34                2.3        2
met1                    44.4                 37     5476
met3                    16.9                 15       80
met5                    1.43               0.11        -
li1                        -                  -     4814
met2                    39.3                 46      582
-- synth_stat cells (12+ instances only) --
| library cell | n |
|---|---|
| nand3b_1 | 12 |
| mux2i_1 | 63 |
| a22oi_1 | 40 |
| buf_2 | 30 |
| mux4_2 | 41 |
| clkbuf_1 | 36 |
| nand2_1 | 45 |
| a31oi_1 | 15 |
| edfxtp_1 | 512 |
| o22ai_1 | 22 |
| a21oi_1 | 28 |
| nor2_1 | 82 |
| nand2b_1 | 24 |
| a221oi_1 | 21 |
-- power breakdown --
group          internal [mW]  total [mW]  switching (mW)  leakage (nW)
combinational         0.0884       0.268           0.179          1.85
clock                   1.08        1.93           0.846         0.754
sequential              2.61        2.62         0.00349          4.61
total                   3.78        4.81            1.03          7.21
-- final timing paths --
check | startpoint | to | slack, ns | cells after the start
min | InputData[0] | inst_rom[14][0]$_DFFE_PP_ | 1.83 | 1
max | InstAddress[1] | InstrOut[7] | 1.85 | 8
Power is estimated from default activity; no workload was simulated.
